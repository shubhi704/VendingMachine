<file path="constraint.sdc">
current_design vending_machine

set clk_period 2.0
set clk_io_pct 0.2

create_clock -name clk0 -period $clk_period [get_ports {clk}]

set non_clock_inputs [all_inputs -no_clocks]
set_input_delay [expr $clk_period * $clk_io_pct] -clock clk0 $non_clock_inputs
set_output_delay [expr $clk_period * $clk_io_pct] -clock clk0 [all_outputs]
</file>
<file path="config.mk">
export PLATFORM = sky130hd
export DESIGN_NAME = vending_machine
export DESIGN_NICKNAME = vending_machine
export VERILOG_FILES = /design/flow/design.v
export SDC_FILE = /design/flow/constraint.sdc
export NUM_CORES = 4
export LEC_CHECK = 1
export CORE_AREA = 10 10 70 70
export DIE_AREA = 0 0 80 80
</file>
<file path="design.v">
`timescale 1ns/1ns
module vending_machine(
            input coin1,
                  coin2,
                    rst,
                    clk,
                   item,
       input [1:0] tea_loaded,
                coffee_loaded,
          output reg change,
                     deliver_tea,
                     deliver_coffee,
   output reg [1:0] tea_available,
                    coffee_available );
  reg [2:0] state, next_state;
  parameter Idle = 3'd7,
            Idle_tea = 3'd0,
            Idle_coffee = 3'd1,
            tea_st1 = 3'd2, 
            tea_st2 = 3'd3,
            coffee_st1 = 3'd4,
            coffee_st2 = 3'd5,
            coffee_st3 = 3'd6 ;
 always @(posedge clk)
   begin
     if(!rst)
       state <= Idle;
     else
       state <= next_state;
   end
 always @(state)
  begin
   case(state)
    Idle: if((item == 1) && tea_available)
             next_state = Idle_tea;
          else if((item == 0) && coffee_available)
             next_state = Idle_coffee;
          else  next_state = Idle;
    Idle_tea: if((coin1 == 1)&&(item == 1) && tea_available)
                next_state = tea_st1;
              else if(coin2 == 1)
                next_state = tea_st2;
               else
                next_state = Idle;
    tea_st1:   next_state = Idle;
    tea_st2:   next_state = Idle;
    Idle_coffee: if((coin1 == 1)&&(item == 0) && coffee_available)
                   next_state = coffee_st1;
                 else if((coin2 == 1)&&(item == 0) && coffee_available)
                   next_state = coffee_st2;
                 else
                   next_state = Idle;
    coffee_st2:   next_state = Idle;
    coffee_st1:   if(coin1 == 1)
                   next_state = coffee_st2;
                 else if(coin2 == 1)
                   next_state = coffee_st3;
                 else
                   next_state = Idle;
   coffee_st3:   next_state = Idle;
   default: next_state = Idle;
  endcase
  end
 always @(state)
  begin
   case(state)
    Idle: begin
          change = 0;
          deliver_tea = 0;
          deliver_coffee = 0;
          coffee_available = coffee_loaded;
          tea_available = tea_loaded; end
    Idle_tea: begin
              change = 0;
              deliver_tea = 0;
              deliver_coffee = 0;
              tea_available = tea_loaded; end
    tea_st1:   begin
                change = 0;
                deliver_tea = 1;
                deliver_coffee = 0;
                tea_available = tea_loaded - 1; end
    tea_st2:  begin
              change = 1;
              deliver_tea = 1;
              deliver_coffee = 0; 
              tea_available = tea_loaded - 1;end
    Idle_coffee: begin
                change = 0;
                deliver_tea = 0;
                deliver_coffee = 0;
                coffee_available = coffee_loaded; end
    coffee_st2:   begin
              change = 0;
              deliver_tea = 0;
              deliver_coffee = 1;
              coffee_available = coffee_loaded - 1; end
    coffee_st1:   begin
              change = 0;
              deliver_tea = 0;
              deliver_coffee = 0;
              coffee_available = coffee_loaded; end
   coffee_st3:   begin
              change = 1;
              deliver_tea = 0;
              deliver_coffee = 1;
              coffee_available = coffee_loaded - 1; end
   default: begin
              change = 0;
              deliver_tea = 0;
              deliver_coffee = 0;
              coffee_available = coffee_loaded;
               tea_available = tea_loaded;      end
  endcase
  end
 endmodule
</file>
<file path="run.sh">
#!/bin/bash
# OpenROAD 26Q1-2900-gdf79404cd8, Yosys 0.63+post, stock flow scripts
make -C /OpenROAD-flow-scripts/flow DESIGN_CONFIG=/design/flow/config.mk WORK_HOME=/design/flow/orfs finish
</file>
==> out/qor.yml <==
status: "finished, final reports clean"
start_kind: "flip-flop"
p_leak_nw: 0.275
layout-drive-gt1-share: 0.169
cp-end-kind: "output port"
period_used_share: 0.930
ys_cells: 46
ff2ff_path_depth: 3
rows: 21
yosysWarnings: 1
grt.total_usage: 0.0325
critPathKind: "reg2out"
coreArea_um2: 3420
avgSynthCellArea_um2: 9.47
syn2layout_area_growth_pct: 55.2
edf_count: 0
vias_per_cell: 3.45
comb_power_share: 0.150
ys_area_um2: 435
clk_pin_slew_worst_paths_ps: 50
num_vias: 383
die_area_um2: 6400
vdd_drop_max_v: 0.000218
grt-ovfl-total: 0
grt_max_degree: 9
port_buffers: 15
rr_startpoint: "state[7]$_DFF_P_"
slew_viol_final: 0
cts_tree: "built"
worst-path-stages: 4
setup-tns-final_ps: 0
arrival_ps: 1460
ys.flops: 12
drv_cap: 0
grt_setup_unrepaired: "no"
setup_slack_ps: 140
cellPowerDensity_nw_per_um2: 505
fp_util: 0.127
post-place-ws_ps: 357
path_cells: "nor2_1 -> nand2_1 -> nor3_1 -> clkdlybuf4s50_1"
whs_endpoint: "state[1]$_DFF_P_"
hpwlAfterDp_um: 873
setup_viol: 0
relSlewSlack: 0.766
hp-start: "state[0]$_DFF_P_"
grt_pass1_wl_um: 1700
cpMaxStageDelayCell: "clkdlybuf4s50_1"
cts-resized-gates: 0
antenna_found_initial: 0
syn-cell-area_um2: 435
drt_iter0_markers: 10
antenna_cells: 0
fmax_mhz: 538
die_w_um: 80
warnings: 25
required_ps: 1600
wl_per_cell_um: 9.19
rr_endpoint: "state[0]$_DFF_P_"
reg2reg_slack_ps: 960
worstHoldPathCells: 2
clock_skew_ps: 6.36
ys.flop_type: "dfxtp_1"
power_mw: 0.341
crit_buf_inv: 1
crit_path_max_incr_delay_ps: 490
path_max_fanout: 3
synthDistinctLibCells: 22
lay_top_count: "clkdlybuf4s50_1"
routed_wl_um: 1020
cts_root_buffer: "clkbuf_4"
async_flop_share: 0
untimed_endpoints: 8
worstMarginPinSlew_ps: 349
path_delay_family: "buffers and inverters"
final_cell_mix: "clkdlybuf4s50_1, dfxtp_1, nor2_1, dlxtn_1"
sw_frac_of_total: 0.210
syn-instance-count: 46
unclocked_pins: 4
critical_path.startpoint: "state[4]$_DFF_P_"
power.share.clock: 0.338
grt_pass1_vias: 387
switching_power_mw: 0.0715
gp_congestion: 0.725
period_needed_ps: 1860
htreeDepth: 1
ant_nets: 0
ios: 16
insertion_delay_ps: 250
dr.pass1.iters: 2
cts_buffers: 3
cts_hold_buffers: 0
die_h_um: 80
clock_path_buffers: 2
min_path_type: "reg2reg"
internal_power_mw: 0.270
cts_setup_buffers: 0
hold_viol_final: 0
drt_drc_violations_left: 0
seqPwrFrac: 0.512
how the worst max path moves through the flow:
stage | endpoint | slack [ps]
4_1_cts | deliver_tea | 90
5_1_grt | deliver_tea | 8
6_report | deliver_tea | 140
power by group through the flow:
stage | clock network, mW | registers [mW] | logic [mW]
global route | 0.137 | 0.176 | 0.0572
CTS | 0.122 | 0.174 | 0.0517
finish | 0.115 | 0.175 | 0.0511
layer usage:
| layer | up-vias | part of all wire | track usage |
|---|---|---|---|
| met5 | - | 0 | 0 |
| met4 | 0 | 0 | 0.00176 |
| met3 | 0 | 0.15 | 0.0227 |
| met2 | 17 | 0.32 | 0.0441 |
| met1 | 164 | 0.53 | 0.0428 |
| li1 | 202 | - | - |
per-stage QoR:
stage                     instances   util  hold WS [ps]  area (µm²)
after floorplan                  46      -           439         435
after global placement          108  0.190           473         651
after detailed placement        108  0.190           465         651
after CTS                       111  0.197           472         673
after global routing            111  0.198           514         676
final                           111  0.198           472         676
state kept, by name, summed over array words and instances, names as in the netlist:
register          cells
state                 8
tea_available         2
coffee_available      2
Yosys cell counts (all sizes together), types with 2 or more instances:
| cell type | number | area [µm²] |
|---|---|---|
| nor2 | 8 | 30.0 |
| inv | 3 | 11.3 |
| dlxtn | 4 | 60.1 |
| xor2 | 2 | 17.5 |
| nand2 | 3 | 11.3 |
| xnor2 | 2 | 17.5 |
| dfxtp | 8 | 160 |
| and4 | 2 | 17.5 |
area by class of cell:
class,instances,area [µm²]
multi-input combinational,31,206
clock buffer,3,22.5
tap,46,57.6
fill,386,2740
inverter,3,11.3
timing repair buffer,16,158
sequential,12,220
logic make-up after synthesis:
family          count (synthesis)  synth area share
flops                           8             0.368
latches                         4             0.138
compound gates                  7             0.141
buf+inv                         3            0.0259
xor+xnor                        4            0.0805
simple gates                   20             0.247
worst register-to-register path, stage by stage, from the launching register on:
cell,delay [ps]
dfxtp_1,330
nor4_2,300
o311a_2,220
o221ai_2,70
Power and IR drop assume default switching activity.
